$ cat /design/flow/config.mk
export PLATFORM = sky130hd
export DESIGN_NAME = fa64
export DESIGN_NICKNAME = fa64
export VERILOG_FILES = /design/flow/design.v
export SDC_FILE = /design/flow/constraint.sdc
export NUM_CORES = 4
export LEC_CHECK = 1
export CORE_AREA = 10 10 160 160
export DIE_AREA = 0 0 170 170
$ cat /design/flow/constraint.sdc
current_design fa64

set clk_period 19.9
set clk_io_pct 0.2

create_clock -name clk0 -period $clk_period

set non_clock_inputs [all_inputs -no_clocks]
set_input_delay [expr $clk_period * $clk_io_pct] -clock clk0 $non_clock_inputs
set_output_delay [expr $clk_period * $clk_io_pct] -clock clk0 [all_outputs]
$ cat /design/flow/design.v
module cla(
    input[3:0] p,
    input[3:0] g,
    input cin,
    output[3:0] cout,
    output gout,
    output pout
    );
    assign cout[0] = g[0] | (p[0] & cin);
    assign cout[1] = g[1] | (p[1] & g[0]) | (p[1] & p[0] & cin);
    assign cout[2] = g[2] | (p[2] & g[1]) | (p[2] & p[1] & g[0]) | (p[2] & p[1] & p[0] & cin);
    assign gout = g[3] | (p[3] & g[2]) | (p[3] & p[2] & g[1]) | (p[3] & p[2] & p[1] & g[0]);
    assign pout = p[0] & p[1] & p[2] & p[3];
    assign cout[3] = gout | (pout & cin);
endmodule
module fa(
    input a,
    input b,
    input cin,
    output g,
    output p,
    output s,
    output cout
    );
    assign s = a ^ b ^ cin;
    assign cout = (a & b) | (a & cin) | (b & cin);
    assign g = a & b;
    assign p = a | b;
endmodule
module fa16(
    input[15:0] a,
    input[15:0] b,
    input cin,
    output gout,
    output pout,
    output[15:0] s,
    output[15:0] cout
    );
    wire[3:0] p;
    wire[3:0] g;
    wire[3:0] c;
    fa4 u_fa40(.a(a[3:0]), .b(b[3:0]), .cin(cin), .gout(g[0]), .pout(p[0]), .s(s[3:0]), .cout(cout[3:0]));
    fa4 u_fa41(.a(a[7:4]), .b(b[7:4]), .cin(c[0]), .gout(g[1]), .pout(p[1]), .s(s[7:4]), .cout(cout[7:4]));
    fa4 u_fa42(.a(a[11:8]), .b(b[11:8]), .cin(c[1]), .gout(g[2]), .pout(p[2]), .s(s[11:8]), .cout(cout[11:8]));
    fa4 u_fa43(.a(a[15:12]), .b(b[15:12]), .cin(c[2]), .gout(g[3]), .pout(p[3]), .s(s[15:12]), .cout(cout[15:12]));
    cla u_cla(.p(p), .g(g), .cin(cin), .cout(c), .gout(gout), .pout(pout));
endmodule
module fa4(
    input[3:0] a,
    input[3:0] b,
    input cin,
    output gout,
    output pout,
    output[3:0] s,
    output[3:0] cout
    );
    wire[3:0] p;
    wire[3:0] g;
    wire[3:0] c;
    assign cout[3] = c[3];
    fa u_fa0(.a(a[0]), .b(b[0]), .cin(cin), .g(g[0]), .p(p[0]), .s(s[0]), .cout(cout[0]));
    fa u_fa1(.a(a[1]), .b(b[1]), .cin(c[0]), .g(g[1]), .p(p[1]), .s(s[1]), .cout(cout[1]));
    fa u_fa2(.a(a[2]), .b(b[2]), .cin(c[1]), .g(g[2]), .p(p[2]), .s(s[2]), .cout(cout[2]));
    fa u_fa3(.a(a[3]), .b(b[3]), .cin(c[2]), .g(g[3]), .p(p[3]), .s(s[3]), .cout());
    cla u_cla(.p(p), .g(g), .cin(cin), .cout(c), .gout(gout), .pout(pout));
endmodule
module fa64(
    input[63:0] a,
    input[63:0] b,
    input cin,
    input sub,
    output[63:0] s,
    output[63:0] cout
    );
    wire[63:0] b_in;
    wire cin_in;
    wire[3:0] p;
    wire[3:0] g;
    wire[3:0] c;
    assign b_in = sub ? ~b : b;
    assign cin_in = sub ^ cin;
    fa16 u_fa160(.a(a[15:0]), .b(b_in[15:0]), .cin(cin_in), .gout(g[0]), .pout(p[0]), .s(s[15:0]), .cout(cout[15:0]));
    fa16 u_fa161(.a(a[31:16]), .b(b_in[31:16]), .cin(c[0]), .gout(g[1]), .pout(p[1]), .s(s[31:16]), .cout(cout[31:16]));
    fa16 u_fa162(.a(a[47:32]), .b(b_in[47:32]), .cin(c[1]), .gout(g[2]), .pout(p[2]), .s(s[47:32]), .cout(cout[47:32]));
    fa16 u_fa163(.a(a[63:48]), .b(b_in[63:48]), .cin(c[2]), .gout(g[3]), .pout(p[3]), .s(s[63:48]), .cout(cout[63:48]));
    cla u_cla(.p(p), .g(g), .cin(cin), .cout(c), .pout(), .gout());
endmodule
$ cat /design/flow/run.sh
#!/bin/bash
# OpenROAD 26Q1-2900-gdf79404cd8, Yosys 0.63+post, stock flow scripts
make -C /OpenROAD-flow-scripts/flow DESIGN_CONFIG=/design/flow/config.mk WORK_HOME=/design/flow/orfs finish
==> impl_metrics.csv <==
group,metric,value,unit
final_timing,grt_setup_unrepaired,"false",
synthesis,mux_area_frac,0,
final_timing,slew_headroom,0.4183,
drt,drt_pass1_iterations,4,
finish,syn_to_final_growth,33.51,%
finish,flop_area,0,um2
die,core_area,21960,um2
synthesis,ys_sh_aoi,0.1339,
drt,drc,0,
die,die_x,170,um
final_timing,worst_slew_pin_slew,861.3,ps
power_and_ir_drop,power.leakage,0.003921,uW
finish,lay_top_count,"clkdlybuf4s50_1",
cts,post_cts_resized,0,
place,port_buffers,258,
critical_path,startpoint_type,"input pin",
die,initCoreUtil,0.2758,
synthesis,yosys.area_share.adder,0.3908,
die,die_h,170,um
drt,num_vias,4767,
critical_path,crit_fanout,41,
critical_path,critPathKind,"in -> out",
drt,wl_per_cell,14.90,um
synthesis,synth-xor-area-share,0.1363,
finish,lay_top_cells,"257 x clkdlybuf4s50_1, 185 x inv_1, 122 x ha_1, 68 x xor2_1, 42 x fa_1",
critical_path,crit_arrival,8980,ps
drt,drtIter0Drc,136,
outcome,outcome,"finished clean",
synthesis,postSynthSeqShare,0,
synthesis,logic_family,"adder cells",
global_route,grt_pass1_vias,4879,
global_route,track_usage,0.1183,
cts,holdBufCountCts,0,
synthesis,ys_types,56,
final_timing,setup_viol,0,
finish,final_cells,1167,
cts,post_cts_buffers,0,
global_route,gr-total-overflow,0,
place,dpl.cell_count,1167,
place,place.gp.congestion,0.8648,
synthesis,ys_cells,751,
finish,seq_cell_count,0,
final_timing,timing.final.crit_period,12960,ps
drt,route.antenna.diode_count,0,
synthesis,simple_gate_share,0.07313,
finish,drive_gt1_frac,0.02593,
drt,antenna_left,0,
final_timing,fin_crit_sh,0.6511,
drt,via_per_inst,4.085,
die,ioPinCount,258,
die,die_area,28900,um2
worst_hold_path,min_path_type,"in -> out",
global_route,grt_pass1_wl,26890,um
synthesis,syn_avg_cell_area,8.065,um2
job,tool_warnings,132,
job,cap_violations,0,
finish,clockBufferCount,0,
global_route,grt_max_degree,42,
synthesis,syn_area,6057,um2
synthesis,netlist_instances,751,
critical_path,cp.required,15920,ps
synthesis,synth-area-yosys,6057,um2
final_timing,fmax,77.18,MHz
drt,wirelength,17390,um
critical_path,endpoint_kind,"output port",
power_and_ir_drop,powerDensity,40.46,nW/um2
place,dp_hpwl,16140,um
final_timing,timing.setup.tns,0,ps
final_timing,slew_violations,0,
power_and_ir_drop,peakVddDrop,19.75,uV
die,num_rows,54,
global_route,antenna_found_initial,2,
synthesis,yosys_warnings,0,
final_timing,hold_violations,0,
-- path summary, 6_finish.rpt --
kind	endpoint	start	cells past startpoint	slack [ps]
setup / recovery	s[53]	sub	17	6940
hold / removal	s[63]	a[63]	5	9050
-- through the flow --
stage	total power (uW)	hold slack, ps	util	area (um2)	setup WS, ps
2_1_floorplan	205.6	8140	-	6057	7711
3_3_place_gp	335.4	9052	0.3683	8087	6942
3_5_place_dp	335.0	9057	0.3683	8087	6869
4_1_cts	337.6	9064	0.3683	8087	6856
5_1_grt	369.1	9098	0.3683	8087	6582
6_report	327.2	9052	0.3683	8087	6944
-- kinds of logic after synthesis --
| kind of cell | count (synthesis) |
|---|---|
| buf+inv | 310 |
| xor+xnor | 87 |
| compound gates | 109 |
| fa+ha+maj | 164 |
| simple gates | 81 |
-- final cells by class --
cell class                      count  area (um2)
Inverter                          187       701.9
Multi-Input combinational cell    441        4447
Fill cell                        2214       13870
Tap cell                          280       350.3
Timing Repair Buffer              259        2587
-- where the power goes --
part	switching [uW]	internal, uW	total [uW]
Clock	0	0	0
Combinational	128	199	327
Sequential	0	0	0
Total	128	199	327
-- synthesized netlist by cell type (2+ instances only) --
master | count | area [um2]
o2111ai_1 | 2 | 17.52
o21bai_1 | 11 | 82.58
fa_1 | 42 | 840.8
nor4b_1 | 2 | 17.52
nor2_1 | 25 | 93.84
buf_1 | 6 | 22.52
a31oi_1 | 3 | 18.77
a22oi_1 | 3 | 22.52
a21oi_1 | 27 | 135.1
nand2_1 | 6 | 22.52
or4_1 | 2 | 15.01
nor2b_1 | 6 | 37.54
or2_2 | 3 | 18.77
xnor2_1 | 15 | 131.4
nand3_1 | 3 | 15.01
buf_4 | 116 | 870.8
o21a_1 | 2 | 15.01
or3_1 | 3 | 18.77
nor3b_1 | 3 | 22.52
nor3_1 | 16 | 80.08
xor2_4 | 3 | 82.58
a211oi_1 | 4 | 30.03
o211ai_1 | 3 | 22.52
inv_2 | 2 | 7.510
a211o_1 | 2 | 17.52
a21o_1 | 6 | 45.04
a221oi_1 | 3 | 26.28
nand2b_1 | 3 | 18.77
xor2_1 | 68 | 595.6
ha_1 | 122 | 1526
a21boi_0 | 2 | 15.01
o21ai_0 | 8 | 40.04
inv_1 | 185 | 694.4
nor4_1 | 5 | 31.28
o41ai_2 | 2 | 32.53
o21ai_2 | 2 | 17.52
o311ai_1 | 2 | 17.52
o41ai_1 | 5 | 43.79
o311a_1 | 2 | 20.02
o31ai_1 | 10 | 75.07
-- per-layer routing --
metal | global-route usage | part of all wire | wire length, um
met5 | 0 | 0.0020 | 34
met4 | 0.003432 | 0.0036 | 63
met3 | 0.04753 | 0.11 | 1846
met2 | 0.2080 | 0.49 | 8600
met1 | 0.1402 | 0.39 | 6848
-- worst max-delay path: stages --
cell and delay (ps):
buf_4 560, buf_4 590, xor2_1 350, inv_1 80
ha_1 200, nor3_1 220, o21ai_2 120, nor4_4 280
o311ai_1 160, and3b_4 250, o41ai_2 360, a21boi_2 160
o41ai_4 280, a21o_1 200, fa_1 270, fa_1 430
clkdlybuf4s50_1 440
Power and IR drop assume default switching activity.
